==> design.v <==
module top
 (
   input wire CLK,
   input wire i_ReceivedSignal,
   output wire o_BER_1,  
   output wire o_BER_2,  
   output wire o_BER_3,  
   output wire o_BER_4,  
   output wire o_BER_5,  
   output wire o_BER_6,  
   output wire o_BER_7,  
   output wire o_BER_8,  
   output wire o_BER_9,  
   output wire o_BER_10,  
   output wire PIN_12,
   output wire PIN_15,
   output wire PIN_16,
   output wire PIN_17,
   output wire PIN_18,
   output wire PIN_19,
   output wire PIN_20,
   output wire PIN_21,
   output wire PIN_22,
   output wire PIN_23,
   output wire PIN_24,
   output wire o_PRBS,
  );
  assign USBPU = 0;
  parameter BPS = 1;  
  wire w_ReduceCLK;
  wire w_Error;
  wire w_Match;
  reg r_Complete = 0;    
  reg [9:0] r_Shift = 10'b0000000001;  
  reg [12:0] r_MatchCounter = 13'b0000000000000;
  reg [12:0] r_ErrorCounter = 13'b0000000000000;
  reg [13:0] r_TotalErrors = 14'b00000000000000;
  reg [13:0] r_AddMatchError = 14'b00000000000000;
  ReduceCLK #(.MODULE_BPS(BPS)) ReduceCLK_0(.i_CLK(CLK), .o_RedusedCLK(w_ReduceCLK));
  always @(posedge w_ReduceCLK)
  begin
      r_Shift <= r_Shift << 1;
      r_Shift[0] <= r_Shift[6] ^ r_Shift[9];
  end
  always @(negedge w_ReduceCLK)
  begin
    if (w_Match == 1)
      r_MatchCounter = r_MatchCounter + 1;
    else if (w_Error == 1)
      r_ErrorCounter = r_ErrorCounter + 1;
    r_AddMatchError = r_MatchCounter + r_ErrorCounter;
  end
  always @(negedge w_ReduceCLK)
  begin
    if ((r_AddMatchError == 1023) && (r_Complete == 0))
    begin
      r_TotalErrors = r_ErrorCounter;
      r_Complete = 1;
    end
  end
  assign w_Match = ~(i_ReceivedSignal ^ o_PRBS);
  assign w_Error = (i_ReceivedSignal ^ o_PRBS);
  assign o_PRBS = r_Shift[9];
  assign PIN_12 = r_Shift[9];
  assign PIN_21 = w_Match;
  assign PIN_22 = w_Error;
  assign PIN_23 = r_Complete;
  assign PIN_24 = i_ReceivedSignal;
  assign {o_BER_10, o_BER_9, o_BER_8, o_BER_7, o_BER_6, o_BER_5, o_BER_4, o_BER_3, o_BER_2, o_BER_1} = r_TotalErrors;
endmodule  
module ReduceCLK #(parameter MODULE_BPS = 16000000)
    (
    input wire i_CLK,
    output reg o_RedusedCLK
    );
    reg [23:0]  r_ReduceCLK = 24'b000000000000000000000000;
    reg [23:0]  r_ClkLimit = 16000000/MODULE_BPS;
    always @(posedge i_CLK)
    begin
      if (r_ReduceCLK < r_ClkLimit)
        r_ReduceCLK <= r_ReduceCLK + 1;
      else if (r_ReduceCLK >= r_ClkLimit)
        r_ReduceCLK <= 24'b000000000000000000000000;
      if (r_ReduceCLK < (r_ClkLimit/2))
        o_RedusedCLK <= 1;
      else if(r_ReduceCLK >= (r_ClkLimit/2))
        o_RedusedCLK <= 0;
    end
endmodule  
==> run.sh <==
#!/bin/bash
# OpenROAD 26Q1-2900-gdf79404cd8, Yosys 0.63+post, stock flow scripts
make -C /OpenROAD-flow-scripts/flow DESIGN_CONFIG=/design/flow/config.mk WORK_HOME=/design/flow/orfs finish
==> config.mk <==
export PLATFORM = sky130hd
export DESIGN_NAME = top
export DESIGN_NICKNAME = top
export VERILOG_FILES = /design/flow/design.v
export SDC_FILE = /design/flow/constraint.sdc
export NUM_CORES = 4
export LEC_CHECK = 1
export CORE_UTILIZATION = 50
==> constraint.sdc <==
current_design top

set clk_period 5.2
set clk_io_pct 0.2

create_clock -name clk0 -period $clk_period [get_ports {CLK}]

set non_clock_inputs [all_inputs -no_clocks]
set_input_delay [expr $clk_period * $clk_io_pct] -clock clk0 $non_clock_inputs
set_output_delay [expr $clk_period * $clk_io_pct] -clock clk0 [all_outputs]
==> flow_summary.toml <==
# physical design summary
[yosys]
ys_warn_count = 9
synth.top_cells.by_count = "sky130_fd_sc_hd__dfxtp_1 (51), sky130_fd_sc_hd__nand2_1 (37), sky130_fd_sc_hd__edfxtp_1 (35)"
asyncSetResetFlopFracSynth_pct = 0
post_synth_main_area_contributors = "sky130_fd_sc_hd__edfxtp_1 (26%), sky130_fd_sc_hd__dfxtp_1 (26%), sky130_fd_sc_hd__xnor2_1 (7.0%)"
synth.cell_area_sq_um = 3980
synth-main-ff-cell = "sky130_fd_sc_hd__dfxtp_1"
summed_standard_cell_area_reported_by_yosys_sq_um = 3980
syn_inst = 373
postSynthSeqShare_pct = 52.1
synth_cell_type_count = 52
top_area_cell = "sky130_fd_sc_hd__edfxtp_1"
synth_flop_count = 86
yosys.cell_count.top_type = "sky130_fd_sc_hd__dfxtp_1"
synth.yosys.num_cells = 373
synthDominantCellAreaShare_pct = 26.4
synth.avg_cell_area_sq_um = 10.7
edf_count = 35

[setup_path]
end_kind = "output port"
timing.reg2reg.setup_slack_ns = 3.04
critical_path.slowest_cell = "sky130_fd_sc_hd__clkdlybuf4s50_1"
required_time_of_the_critical_path_ns = 4.16
setup.worst_path.start_class = "input pin"
rr_worst_depth = 8
regToRegStartpoint = "ReduceCLK_0.r_ReduceCLK[0]"
crit_buf_inv = 3
cp_num_cells = 4
worst_path_largest_cell_delay_ns = 0.60
crit_type = "input pin to output port"
critical-path-top-cell-by-count = "sky130_fd_sc_hd__clkdlybuf4s50_1"
worst_path_dominant_cell_family = "buffers and inverters"
crit_arrival_ns = 2.78
r2r-end = "ReduceCLK_0.r_ReduceCLK[22]"
crit_path_max_fanout = 12
timing.critical_path.cells = "clkdlybuf4s50_1, xor2_2, inv_2, clkdlybuf4s50_1"

[layout]
post_route_cells_drive_above_1_share_pct = 5.08
num-fill-cells = 683
syn_to_final_growth_pct = 9.75
logic_area_sq_um = 1850
layout.area.seq_sq_um = 2070

[cts]
cts_buffer_depth = 2
cts.repair.resized = 0
clock_tree.root_cell = "sky130_fd_sc_hd__clkbuf_8"
cts-buffers-inserted = 3
cts_tree = "yes"
postCtsHoldBufs = 0
clk_pin_slew_worst_paths_ns = 0.08
h-tree-depth = 1
insertion_delay_ns = 0.26
post_cts_buffers = 0

[floorplan]
core_footprint_sq_um = 7730
rows = 32
die_width_um = 91.2
initial_core_util_pct = 51.5
die_area_sq_um = 8310
io-pin-count = 24
die_height_um = 91.2

[power_and_ir_drop]
p_per_area_nw_per_um2 = 117
vdd_ir_drop_max_v = 0.000175
p_leak_nw = 1.72
power_mw = 0.512

[final_timing]
final_clock_period_utilization_by_the_worst_path_pct = 73.5
final_critical_path_required_period_ns = 3.82
untimed_endpoints = 84
finalHoldWorstSlack_ns = 0.475
grt_setup_unrepaired = "no"
finalHoldViolations = 0
timing.clock.skew_ns = 0.00113
pnr_worst_setup_slack_ns = 1.38
finalMaxSlewViolations = 0
totalNegativeSetupSlack_ns = 0
timing.final.setup_violations = 0
clock.fmax_mhz = 262
timing.max_slew.rel_slack_pct = 40.0
unclocked_regs = 61
worstMarginPinSlew_ns = 0.897

[route]
drt-initial-drc-count = 118
drt-total-wl_mm = 6.06
drtAntennaViolNets = 0
drc_errors = 0
via_count = 2478
met2WireLength_mm = 2.59
detailedRoute.firstPassIterationCount = 4
post_drt_wl_per_cell_um = 11.8
maxUsedRoutingLayer = "met4"
wirelength_met1_mm = 3.24
via_per_inst = 4.81
num_antenna_cells = 0
wl_met3_um = 202

[placement]
detailedPlacementHpwl_mm = 4.78
placer_congestion = 0.853
place_worst_setup_slack_ns = 1.36
port_buffers = 17

[grt]
grt_max_degree = 52
grt_antenna_before_repair = 0
overflow = 0
grt_pass1_wl_mm = 10.7
grt.total_usage_pct = 16.6
first_global_vias = 2342

[hold_path]
min_delay_path_depth = 1
min-delay-path-class = "flip-flop to flip-flop"
min_delay_worst_endpoint = "ReduceCLK_0.o_RedusedCLK"
startpoint_of_the_worst_hold_path = "ReduceCLK_0.r_ReduceCLK[23]"

[outcome]
status = "completed"

[job]
log.warning_count = 27
max-cap-violations = 0
state kept, by name, indices dropped and copies added, names as in the netlist:
| name | count |
|---|---|
| r_AddMatchError | 14 |
| r_Shift | 10 |
| r_ErrorCounter | 13 |
| ReduceCLK_0.r_ReduceCLK | 24 |
| ReduceCLK_0.o_RedusedCLK | 1 |
| r_MatchCounter | 13 |
| r_TotalErrors | 10 |
| r_Complete | 1 |
placed cells by master (no fill, tap or decap), types with 2 or more instances in the layout:
| cell | count |
|---|---|
| sky130_fd_sc_hd__xor2_1 | 21 |
| sky130_fd_sc_hd__xnor2_1 | 32 |
| sky130_fd_sc_hd__o31ai_1 | 2 |
| sky130_fd_sc_hd__nor2b_1 | 4 |
| sky130_fd_sc_hd__nand4_1 | 13 |
| sky130_fd_sc_hd__nand4b_1 | 2 |
| sky130_fd_sc_hd__ha_1 | 15 |
| sky130_fd_sc_hd__or4_1 | 2 |
| sky130_fd_sc_hd__or3_1 | 6 |
| sky130_fd_sc_hd__nor3_1 | 11 |
| sky130_fd_sc_hd__nand2b_1 | 2 |
| sky130_fd_sc_hd__edfxtp_1 | 35 |
| sky130_fd_sc_hd__nor4_1 | 4 |
| sky130_fd_sc_hd__conb_1 | 31 |
| sky130_fd_sc_hd__clkbuf_8 | 3 |
| sky130_fd_sc_hd__o21ai_0 | 10 |
| sky130_fd_sc_hd__or2_2 | 3 |
| sky130_fd_sc_hd__dfxtp_1 | 51 |
| sky130_fd_sc_hd__nor2_1 | 31 |
| sky130_fd_sc_hd__a21oi_1 | 13 |
| sky130_fd_sc_hd__and3_1 | 6 |
| sky130_fd_sc_hd__buf_4 | 3 |
| sky130_fd_sc_hd__a31oi_1 | 2 |
| sky130_fd_sc_hd__inv_1 | 19 |
| sky130_fd_sc_hd__nand3_1 | 9 |
| sky130_fd_sc_hd__nand2_1 | 37 |
| sky130_fd_sc_hd__clkdlybuf4s50_1 | 17 |
| sky130_fd_sc_hd__a21o_1 | 4 |
worst reg2reg max path, stage by stage (launching register included):
cell                       delay, ns
sky130_fd_sc_hd__edfxtp_1       0.40
sky130_fd_sc_hd__ha_1           0.22
sky130_fd_sc_hd__inv_1          0.05
sky130_fd_sc_hd__nor2_1         0.13
sky130_fd_sc_hd__nand4_1        0.26
sky130_fd_sc_hd__or2_2          0.44
sky130_fd_sc_hd__nor3_1         0.23
sky130_fd_sc_hd__xnor2_1        0.14
sky130_fd_sc_hd__nor2_1         0.05
power by group:
group          switching [mW]  internal [mW]
combinational          0.0531         0.0401
clock                  0.0586         0.0547
sequential             0.0221          0.283
layout make-up:
cell class              instances  area share [%]
repair buffers                 20            4.42
well taps                     102            2.92
multi-input cells             283            42.4
clock buffers                   4            1.03
flip-flops and latches         86            47.5
inverters                      20            1.72
stage by stage:
stage | cells | cell area (sq um) | utilization (%)
finish | 515 | 4360 | 56.5
global route | 515 | 4360 | 56.5
CTS | 515 | 4360 | 56.5
detailed placement | 511 | 4320 | 55.9
global placement | 511 | 4320 | 55.9
floorplan | 402 | 4090 | -
cells by family (layout without fill, tap and decap cells):
family / Yosys count / count (layout) / share of synthesized area, %
AND/OR/NAND/NOR: 136 / 136 / 17.3
other: 2 / 31 / 0.189
flip-flops: 86 / 86 / 52.1
adder cells (fa/ha/maj): 17 / 17 / 5.48
buffers and inverters: 33 / 44 / 4.06
XOR/XNOR: 57 / 57 / 14.1
AND-OR/OR-AND: 42 / 42 / 6.77
layer usage:
layer	up-vias	GRT usage, %
met5	-	0
met4	0	0.397
met3	2	2.38
met2	32	25.6
met1	1113	28.5
li1	1331	-
worst max-delay path by stage:
stage | startpoint | to | slack (ns)
6_report | i_ReceivedSignal | PIN_21 | 1.38
5_1_grt | i_ReceivedSignal | PIN_21 | 1.26
4_1_cts | i_ReceivedSignal | PIN_21 | 1.37
Power and IR drop assume default switching activity.
